==> design.v <==
`timescale 1ns / 1ps
module ID_stage #(parameter ISIZE=18, DSIZE=16) (
    input Clk, Rst,
	 input RF_writeEnab, EX_RFwriteEnab, Mem_RFwriteEnab,
	 input [ISIZE-1:0] inst, 
	 input [DSIZE-1:0] PCplus1, writeData, 
	 input [2:0] WB_RFdest_rd, EX_RFdest_rd, Mem_RFdest_rd,
	 output [DSIZE-1:0] alt_PC_o,
	 output [DSIZE-1:0] readData1, readData2, signE_8immed,			
	 output [2:0] WB_dest_rd,
	 output [3:0] ALUop,
	 output [1:0] Data1_muxCont, Data2_muxCont,
 	 output sel_PC, 
	 output memWriteEnab, memEnab, sel_mem2RF,
    output sel_ALUsrc1, 
	 output RFwriteEnab
    );
	wire [2:0] RR1_rd, RR2_rs;
	Reg_File EX_1 (
		.Clk(Clk), .Rst(Rst),
		.Write_Enab(RF_writeEnab),
		.ReadReg1_In(RR1_rd),
		.ReadReg2_In(RR2_rs),
		.WriteReg_In(WB_RFdest_rd),
		.ReadData1_Out(readData1),
		.ReadData2_Out(readData2),
		.WriteData_In(writeData)
		);
	DF_control EX_2 (
	.RR1_rd(RR1_rd), 
	.RR2_rs(RR2_rs),
	.EX_RFdest_rd(EX_RFdest_rd), 
	.Mem_RFdest_rd(Mem_RFdest_rd),
	.EX_RFwriteEnab(EX_RFwriteEnab), 
	.Mem_RFwriteEnab(Mem_RFwriteEnab),
	.Data1_muxCont(Data1_muxCont), 
	.Data2_muxCont(Data2_muxCont)
	);
	Control EX_3 (
	.inst(inst),
	.readData1(readData1),
	.readData2(readData2),
	.sel_ALUsrc1(sel_ALUsrc1),
	.PC_select(sel_PC),
	.memWriteEnab(memWriteEnab), 
	.memEnab(memEnab), 
	.mem2Reg(sel_mem2RF), 
	.RFwriteEnab(RFwriteEnab),
	.ALUop(ALUop)
	);
	assign signE_8immed = {{8{inst[7]}}, inst[7:0]};		 
	assign RR1_rd = inst[13:11];		 
	assign RR2_rs = inst[10:8];		     
	assign WB_dest_rd = inst[13:11];	 
	assign alt_PC_o = PCplus1 + signE_8immed;		 
endmodule			 
module Reg_File #(parameter ISIZE=18, DSIZE=16) (
	input Clk, Rst,
	input Write_Enab,
	input [2:0] ReadReg1_In, ReadReg2_In, WriteReg_In, 
	input [DSIZE-1:0] WriteData_In,
	output [DSIZE-1:0] ReadData1_Out, ReadData2_Out
	);
	reg [DSIZE-1:0] RegFile[0:7];
	always @ (posedge Clk)   
		if(Rst)
			begin
				RegFile[0] <= 0;
				RegFile[1] <= 0;
				RegFile[2] <= 0;
				RegFile[3] <= 0;
				RegFile[4] <= 0;
				RegFile[5] <= 0;
				RegFile[6] <= 0;
				RegFile[7] <= 0;
				end
			else if ((Write_Enab == 1) && (WriteReg_In != 0)) 	
				RegFile[WriteReg_In] <= WriteData_In;
	assign ReadData1_Out = RegFile[ReadReg1_In];	
	assign ReadData2_Out = RegFile[ReadReg2_In];
endmodule  
module DF_control (
	input [2:0] RR1_rd, RR2_rs,
	input [2:0] EX_RFdest_rd, Mem_RFdest_rd,
	input EX_RFwriteEnab, Mem_RFwriteEnab,
	output reg [1:0] Data1_muxCont, Data2_muxCont
	);
    always @ *
	begin
		if (RR1_rd == EX_RFdest_rd && EX_RFwriteEnab == 1)
		begin
			Data1_muxCont = 2'b01;
		end
		else if (RR1_rd == Mem_RFdest_rd && Mem_RFwriteEnab == 1)
		begin
			Data1_muxCont = 2'b10;
		end
		else
		begin
			Data1_muxCont = 2'b00;
		end
		if (RR2_rs == EX_RFdest_rd && EX_RFwriteEnab == 1)
		begin
			Data2_muxCont = 2'b01;
		end
		else if (RR2_rs == Mem_RFdest_rd && Mem_RFwriteEnab == 1)
		begin
			Data2_muxCont = 2'b10;
		end
		else
		begin
			Data2_muxCont = 2'b00;
		end
	end
endmodule   
module Control #(parameter ISIZE=18, DSIZE=16) (
	input [ISIZE-1:0] inst,
	input [DSIZE-1:0] readData1, readData2,
	output reg sel_ALUsrc1,   
	output reg PC_select,  
	output reg memWriteEnab, memEnab, mem2Reg,
	output reg RFwriteEnab,
	output reg [3:0] ALUop
	);
	parameter OP0=0, LW=1, SW=2, LLI=3, LUI=4, ADDI=5, BEQ=8, BNE=9, BLT=10, BGT=11;
	always @ *
		begin
			ALUop = 4'b0000;			 
			PC_select = 1'b0;			 
			sel_ALUsrc1 = 1'b0;		 
			mem2Reg = 1'b0;			 
			RFwriteEnab = 1'b1;		 
			memWriteEnab = 1'b0;		 
			memEnab = 1'b0;			 
			case(inst[17:14])		 
				OP0	:	begin 
									ALUop = inst[3:0];	 
									end
				LW		:	begin	
									ALUop = 4'b0001;			 
									sel_ALUsrc1 = 1'b1;		 
									mem2Reg = 1'b1;			 
									memEnab = 1'b1;
									end
				SW		:	begin	
									ALUop = 4'b0001;			 
									sel_ALUsrc1 = 1'b1;		 
									memWriteEnab = 1'b1;
									memEnab = 1'b1;
									RFwriteEnab = 1'b0;		 
									end
				LLI	:	begin	
									ALUop = 4'b1011;			 
									sel_ALUsrc1 = 1'b1;		 
									end
				LUI	:	begin	
									ALUop = 4'b1100;			 
									sel_ALUsrc1 = 1'b1;		 
									end
				ADDI		:	begin	
									ALUop = 4'b0001;			 
									sel_ALUsrc1 = 1'b1;		 
									end
				BEQ		:	begin	
									if (readData1 == readData2)
										PC_select = 1'b1;		 
									RFwriteEnab = 1'b0;		 
								end
				BNE		:	begin	
									PC_select = (readData1 != readData2) ? 1'b1 : 1'b0;	 
									RFwriteEnab = 1'b0;	 
									end
				BLT		:	begin	
									PC_select = (readData1 < readData2) ? 1'b1 : 1'b0;  
									RFwriteEnab = 1'b0;	 
									end
				BGT		:	begin	
									PC_select = (readData1 > readData2) ? 1'b1 : 1'b0;	 
									RFwriteEnab = 1'b0;	 
									end
				default	:	begin 
									ALUop = 4'b0000;			 
									RFwriteEnab = 1'b0;		 
									end
			endcase
		end
endmodule		 
==> run.sh <==
#!/bin/bash
# OpenROAD 26Q1-2900-gdf79404cd8, Yosys 0.63+post, stock flow scripts
make -C /OpenROAD-flow-scripts/flow DESIGN_CONFIG=/design/flow/config.mk WORK_HOME=/design/flow/orfs finish
==> config.mk <==
export PLATFORM = sky130hd
export DESIGN_NAME = ID_stage
export DESIGN_NICKNAME = ID_stage
export VERILOG_FILES = /design/flow/design.v
export SDC_FILE = /design/flow/constraint.sdc
export NUM_CORES = 4
export LEC_CHECK = 1
export CORE_UTILIZATION = 50
==> constraint.sdc <==
current_design ID_stage

set clk_period 11.4
set clk_io_pct 0.2

create_clock -name clk0 -period $clk_period [get_ports {Clk}]

set non_clock_inputs [all_inputs -no_clocks]
set_input_delay [expr $clk_period * $clk_io_pct] -clock clk0 $non_clock_inputs
set_output_delay [expr $clk_period * $clk_io_pct] -clock clk0 [all_outputs]
==> impl_metrics.env <==
# flow metrics
export IMPL_outcome="finished clean"
export IMPL_gp_congestion=0.846
export IMPL_min_period_ns=8.29
export IMPL_worstPathArrival_ns=6.01
export IMPL_clk_pin_slew_ns=0.05
export IMPL_synthToLayoutAreaGrowth_pct=25.7
export IMPL_holdCritStartpoint="writeData[3]"
export IMPL_critPathMaxFanout=35
export IMPL_diodes=0
export IMPL_grt_pass1_wl_um=30400
export IMPL_die_x_um=131
export IMPL_ctsRootBufferMaster="clkbuf_16"
export IMPL_yosysWarnings=3
export IMPL_crit_type="in2out"
export IMPL_top_register="EX_1.RegFile"
export IMPL_largest_reg_flops=128
export IMPL_maxCapViolCount=0
export IMPL_synth_cell_types=61
export IMPL_rsz0062_at_grt="false"
export IMPL_cts_max_level=4
export IMPL_numPortBuffers=144
export IMPL_cts_hold_buf=0
export IMPL_io_pins=145
export IMPL_warnings=26
export IMPL_synthCells=619
export IMPL_grt_ovfl_total=0
export IMPL_fin_area_um2=10400
export IMPL_die_height_um=131
export IMPL_setup_worst_path_start_class="primary input"
export IMPL_row_count=46
export IMPL_drive_above_1_share_pct=19.2
export IMPL_required_ns=9.12
export IMPL_edf_count=128
export IMPL_routedWlPerCell_um=20.5
export IMPL_ir_drop_uv=107
export IMPL_via_count=5594
export IMPL_worst_pin_slew_ns=0.716
export IMPL_antenna_found_initial=0
export IMPL_end_kind="output port"
export IMPL_synth_chip_area_um2=8310
export IMPL_logic_area_um2=4100
export IMPL_pre_cts_ws_ns=3.03
export IMPL_placed_cell_area_um2=9830
export IMPL_synth_main_ff_cell="edfxtp_1"
export IMPL_regArea_um2=3840
export IMPL_ys_cells=619
export IMPL_synthesis_area_um2=8310
export IMPL_startpoint="inst[12]"
export IMPL_fp_utilization_pct=51.7
export IMPL_ant_nets=0
export IMPL_tns_ns=0
export IMPL_mostFrequentLayoutCell="clkdlybuf4s50_1"
export IMPL_powerDensity_nw_per_um2=135
export IMPL_cts_tree="yes"
export IMPL_grt_max_degree=36
export IMPL_drc_errors=0
export IMPL_maxSlewHeadroom_pct=52.2
export IMPL_cts_buffers_inserted=17
export IMPL_die_area_um2=17100
export IMPL_dp_hpwl_um=13500
export IMPL_cts_resized=0
export IMPL_finalCritPeriodShare_pct=72.7
export IMPL_final_cell_mix="142 x clkdlybuf4s50_1, 128 x edfxtp_1, 115 x and2_1"
export IMPL_p_leak_nw=3.87
export IMPL_first_global_vias=5583
export IMPL_core_area_um2=16100
export IMPL_top_regs="EX_1.RegFile (128)"
export IMPL_track_usage_pct=26.7
export IMPL_cts_buffer_depth=2
export IMPL_drt_iter0_markers=231
export IMPL_dr_pass1_iters=4
export IMPL_hold_class="in2reg"
export IMPL_finalMaxSlewViolations=0
export IMPL_syn_area_per_cell_um2=13.4
export IMPL_ys_seq_share_pct=46.3
export IMPL_fillers=1154
export IMPL_cts_sinks=128
export IMPL_layout_cells_non_filler=988
export IMPL_synth_flops=128
export IMPL_cts_setup_buffers=0
export IMPL_postLayoutSetupSlackWorst_ns=3.11
export IMPL_hold_violations=0
export IMPL_synthArstFlopShare_pct=0
export IMPL_wl_um=20200
export IMPL_fmax_ghz=0.121
export IMPL_finalSetupViolations=0
export IMPL_dp_cells=956
export IMPL_viasPerCell=5.66
-- Yosys cell counts (8+ instances only) --
master,instances,area [µm²]
and2_1,115,719
nand2_1,18,67.6
mux2_2,16,180
xor2_1,8,70.1
buf_6,8,90.1
nor2_1,17,63.8
a21oi_1,19,95.1
ha_1,31,388
xnor2_1,15,131
mux2i_1,18,180
clkbuf_1,13,48.8
mux4_2,62,1400
inv_1,21,78.8
edfxtp_1,128,3840
or2_2,8,50.1
nor3_1,8,40.0
o21ai_0,12,60.1
buf_4,19,143
-- area by class of cell --
| type | count | share of cell area, % |
|---|---|---|
| Multi-Input combinational cell | 433 | 39.3 |
| Sequential cell | 128 | 36.8 |
| Timing Repair Buffer | 156 | 14.6 |
| Clock buffer | 18 | 4.11 |
| Tap cell | 216 | 2.59 |
| Clock inverter | 14 | 1.82 |
| Inverter | 23 | 0.827 |
-- final timing paths --
path                              to  slack, ns  cells after the start
hold / removal    EX_1.RegFile[3][3]       2.67                      2
setup / recovery              sel_PC       3.11                     11
-- metal layers --
| layer | GRT usage, % | part of all wire (%) |
|---|---|---|
| met5 | 1.47 | 0 |
| met4 | 2.57 | 1.1 |
| met2 | 41.4 | 47 |
| met3 | 15.0 | 13 |
| met1 | 36.2 | 38 |
-- stage by stage --
step	utilization [%]	hold slack, ns	total power, mW
6_report	65.0	2.67	1.42
5_1_grt	65.0	2.69	1.48
3_5_place_dp	61.2	3.07	0.870
4_1_cts	65.0	2.65	1.43
3_3_place_gp	61.2	3.06	0.865
2_1_floorplan	-	2.48	0.733
-- cells by family (layout without fill, tap and decap cells) --
logic type	after synthesis	in the layout	synth area share (%)
AND-OR/OR-AND	65	65	5.23
XOR/XNOR	23	23	2.42
adder cells (fa/ha/maj)	32	32	4.91
buffers and inverters	73	211	5.02
flip-flops	128	128	46.3
multiplexers	98	98	21.8
other	1	16	0.0451
AND/OR/NAND/NOR	199	199	14.3
-- power breakdown --
part           internal, mW  total (mW)  switching, mW  leakage [nW]
Combinational         0.170       0.294          0.125          2.34
Sequential            0.550       0.564         0.0142          1.23
Clock                 0.365       0.556          0.191         0.300
-- critical path: stages --
cell	delay (ns)
clkdlybuf4s50_1	0.45
buf_4	0.46
mux4_1	0.40
mux2_2	0.31
ha_1	0.33
nand4_1	0.21
nor4_1	0.58
mux2i_1	0.24
nand3_1	0.09
a31oi_1	0.14
clkdlybuf4s50_1	0.50
Power figures rest on the tool's default switching activity, not on a simulated workload.
