**flow/run.sh**
```bash
#!/bin/bash
# OpenROAD 26Q1-2900-gdf79404cd8, Yosys 0.63+post, stock flow scripts
make -C /OpenROAD-flow-scripts/flow DESIGN_CONFIG=/design/flow/config.mk WORK_HOME=/design/flow/orfs finish
```
**flow/config.mk**
```make
export PLATFORM = sky130hd
export DESIGN_NAME = EX_stage
export DESIGN_NICKNAME = EX_stage
export VERILOG_FILES = /design/flow/design.v
export SDC_FILE = /design/flow/constraint.sdc
export NUM_CORES = 4
export LEC_CHECK = 1
export CORE_UTILIZATION = 30
```
**flow/constraint.sdc**
```tcl
current_design EX_stage

set clk_period 13.6
set clk_io_pct 0.2

create_clock -name clk0 -period $clk_period

set non_clock_inputs [all_inputs -no_clocks]
set_input_delay [expr $clk_period * $clk_io_pct] -clock clk0 $non_clock_inputs
set_output_delay [expr $clk_period * $clk_io_pct] -clock clk0 [all_outputs]
```
**flow/design.v**
```verilog
`timescale 1ns / 1ps
module EX_stage #(parameter ISIZE=18, DSIZE=16) (
	 input [DSIZE-1:0] readData1, readData2,
	 input [DSIZE-1:0] Mem_ALUresult, WB_result,			
	 input [DSIZE-1:0] signE_8immed,
	 input [3:0] ALUop,
	 input [1:0] Data1_muxCont, Data2_muxCont,
	 input sel_ALUsrc1, 
	 output [3:0] ALUstatus,
	 output [DSIZE-1:0] ALUresult
    );
	wire [DSIZE-1:0] IN_data1, IN_data2, ALU_data1, ALU_data2;
	ALU EX_1 (
		.ALUData1(ALU_data1), 
		.ALUData2(ALU_data2),
		.ALUControl(ALUop),
		.ALUResult(ALUresult),
		.ALUFlag(ALUstatus)
		);
	assign IN_data1 = (sel_ALUsrc1) ? signE_8immed : readData1; 	 
	assign IN_data2 = readData2; 	 
	assign ALU_data1 = (Data1_muxCont == 1 )? Mem_ALUresult : (Data1_muxCont == 2 )? WB_result : IN_data1;
	assign ALU_data2 = (Data2_muxCont == 1 )? Mem_ALUresult : (Data2_muxCont == 2 )? WB_result : IN_data2;
endmodule			 
module ALU #(parameter ISIZE=18, DSIZE=16)(
	input [DSIZE-1:0] ALUData1, ALUData2,
	input [3:0] ALUControl,
	output [3:0] ALUFlag,
	output reg [DSIZE-1:0] ALUResult
	);
	parameter NOP=0, ADD=1, SUB=2, AND=3, OR=4, NAND=5, NOR=6, XOR=7, NOT=8, MOV=10, LLI=11, LUI=12;
	reg carry;
	always @ *
		begin
			case(ALUControl)
				NOP		:	ALUResult = 16'b0;
				ADD		:	{carry, ALUResult} = ALUData1 + ALUData2;
				SUB		:	{carry, ALUResult} = ALUData1 - ALUData2;
				AND		:	ALUResult = ALUData1 & ALUData2;
				OR			:	ALUResult = ALUData1 | ALUData2;
				NAND		:	ALUResult = ~(ALUData1 & ALUData2);
				NOR		:	ALUResult = ~(ALUData1 | ALUData2);
				XOR		:	ALUResult = ALUData1 ^ ALUData2;
				NOT		:  ALUResult = ~ALUData2;
				MOV		:	ALUResult = ALUData2;
				LLI		:	ALUResult = ALUData1;
				LUI		:	ALUResult = {ALUData1[7:0], ALUData2[7:0]};
				default	:	ALUResult = 0;				
			endcase
		end
		assign ALUFlag[0] = (ALUResult == 0) ? 1'b1 : 1'b0;
		assign ALUFlag[1] = ((ALUResult != 0) && (ALUResult[DSIZE-1] == 0)) ? 1'b1 : 1'b0;
		assign ALUFlag[2] = (ALUResult[DSIZE-1] == 1) ? 1'b1 : 1'b0;
		assign ALUFlag[3] = 1'b0;		 
endmodule		 
```
==> flow_summary.ini <==
; yosys + openroad results
[cells_and_area]
layout.cells.most_common = clkdlybuf4s50_1
flops = 0
final_cell_area_um2 = 5323
area_growth_pct = 27.90
final_cell_mix = clkdlybuf4s50_1, mux2i_1, ha_1, nor2_1, inv_1
regArea_um2 = 0
clkbuf_count = 0
final_layout_size_suffix_gt1_share_pct = 5.231
instances_no_fill = 826

[floorplanning]
io_pins = 109
fp.dieH_um = 119.8
die-width_um = 119.8
rows = 42
core_um2 = 13400
chipArea_um2 = 14350
initCoreUtil_pct = 31.06

[critical_path]
crit_path_start_kind = input pin
path_class = in2out
required_ns = 10.88
crit_path_end_kind = output port
worst-path-max-fanout = 22
arrival_ns = 8.13

[logic_synthesis]
syn_inst = 572
yosysChipArea_um2 = 4161
synth.area.top_cells = mux2i_1, ha_1, xnor2_1
syn_area_um2 = 4161
post-synth-top-area-cell = mux2i_1
ys_types = 69
synth_sequential_area_ratio_pct = 0
avgSynthCellArea_um2 = 7.275
synth_stat.cells = 572
synth.top_cell.area_share_pct = 18.52
synth_warnings = 1

[route]
n_antenna_cell = 0
drc_errors = 0
dr.pass1.iters = 5
vias = 4613
drt_iter0_markers = 361
wl_per_cell_um = 18.04
ant_nets = 0
wl_um = 14900
via_per_inst = 5.585

[grt]
antenna_found_initial = 0
grt_pass1_wl_um = 23720
grt_max_degree = 44
grt_use_total_pct = 21.04
grt_pass1_vias = 4489
grt.overflow.total = 0

[final_timing]
period_minus_slack_ns = 10.85
max_freq_mhz = 92.16
slew_headroom_pct = 38.23
timing_hold_violations_final = 0
setup_tns_ns = 0
finalCritPeriodShare_pct = 79.78
slew_violations = 0
rsz0062_at_grt = no
finalSetupViolCount = 0
tightest_slew_ns = 0.9195
hold_slack_ns = 6.867

[pwr]
power_density_nw_per_um2 = 51.94
seqPwrFrac_pct = 0
vdd_drop_max_uv = 18.22
combPwrFrac_pct = 100.0
swShare_pct = 51.88
p_int_uw = 133.0
pwr-share-clk_pct = 0
leakage_uw = 0.002352
net-switching-power_uw = 143.4

[min_path]
hp-start = ALUop[1]
min_path_type = in2out
min_to = ALUresult[14]
worstHoldPathCells = 6

[placement]
post-dp-hpwl_um = 12160
place_inst = 826
gp_congestion = 1.006
dpl-instance-area_um2 = 5323
io_buffers = 108

[clock_network]
cts_setup_buffers = 0
postCtsHoldBufs = 0
post_cts_resized = 0

[job]
maxCapViolCount = 0
tool_warnings = 49

[outcome]
status = finished, final reports clean
-- final cells by class --
| cell class | instances | area, um^2 |
|---|---|---|
| fillers | 1345 | 8078 |
| well taps | 176 | 220.2 |
| repair buffers | 116 | 1136 |
| inverters | 46 | 172.7 |
| multi-input cells | 488 | 3794 |
-- through the flow --
step / total power (uW) / setup WS [ns] / utilization [%]
final: 276.4 / 2.750 / 39.72
after global routing: 306.2 / 2.333 / 39.72
after detailed placement: 273.9 / 2.817 / 39.72
after global placement: 272.8 / 2.935 / 39.72
after floorplan: 182.2 / 4.181 / -
after CTS: 275.8 / 2.802 / 39.72
-- cell usage after synthesis, drive strengths merged, types with 8 or more instances --
master / instances
a211oi: 23
nand2b: 18
a21o: 8
mux2i: 80
mux2: 13
nand2: 30
a21oi: 23
o221ai: 10
clkbuf: 18
nor2b: 11
ha: 48
o21ai: 21
buf: 20
o22ai: 10
xnor2: 30
a31oi: 15
inv: 46
nor2: 45
nor3: 10
-- routing by layer --
metal,share of wire [%],track usage [%],up-vias
li1,-,-,2283
met1,44,28.55,2146
met2,47,36.09,157
met3,5.8,1.699,27
met4,2.8,4.922,0
met5,0,0,-
-- power groups by stage --
stage | Clock (uW) | Sequential (uW) | Combinational [uW]
CTS | 0 | 0 | 276
global route | 0 | 0 | 306
finish | 0 | 0 | 276
-- worst max-delay path: stages --
cell,delay (ns)
clkdlybuf4s50_1,0.71
inv_1,0.40
a31oi_1,0.50
ha_1,0.26
inv_1,0.06
fa_1,0.45
a21o_1,0.22
a221o_1,0.39
xor2_1,0.16
a221o_1,0.30
a221o_1,0.28
or4_1,0.58
nor4_1,0.39
nand2_1,0.12
nor2_1,0.11
clkdlybuf4s50_1,0.47
-- cells by family (layout without fill, tap and decap cells) --
| logic type | count (synthesis) | after routing | synth area share (%) |
|---|---|---|---|
| XOR/XNOR | 37 | 37 | 7.787 |
| AND/OR/NAND/NOR | 149 | 149 | 18.16 |
| multiplexers | 94 | 94 | 23.66 |
| AND-OR/OR-AND | 158 | 158 | 26.55 |
| buffers and inverters | 84 | 162 | 8.839 |
| other | 1 | 1 | 0.09011 |
| adder cells (fa/ha/maj) | 49 | 49 | 14.91 |
-- worst max-delay path by stage --
stage | to | slack (ns) | from | depth (start not counted)
CTS | ALUstatus[0] | 2.80 | Data1_muxCont[1] | 16
global route | ALUstatus[0] | 2.33 | Data1_muxCont[1] | 16
finish | ALUstatus[0] | 2.75 | Data1_muxCont[1] | 16
Power and IR drop assume default switching activity.
